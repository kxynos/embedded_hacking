==> ./constraint.sdc <==
current_design out_pin_not

set clk_period 5.8
set clk_io_pct 0.2

create_clock -name clk0 -period $clk_period [get_ports {CLK}]

set non_clock_inputs [all_inputs -no_clocks]
set_input_delay [expr $clk_period * $clk_io_pct] -clock clk0 $non_clock_inputs
set_output_delay [expr $clk_period * $clk_io_pct] -clock clk0 [all_outputs]
==> ./run.sh <==
#!/bin/bash
# OpenROAD 26Q1-2900-gdf79404cd8, Yosys 0.63+post, stock flow scripts
make -C /OpenROAD-flow-scripts/flow DESIGN_CONFIG=/design/flow/config.mk WORK_HOME=/design/flow/orfs finish
==> ./design.v <==
module out_pin_not (
    input CLK,     
    output PIN_1,
    output PIN_2,
    output LED,    
    output USBPU   
);
    assign USBPU = 0;
    reg [25:0] blink_counter;
    wire [31:0] blink_pattern = 32'b101010001110111011100010101;
    always @(posedge CLK) begin
        blink_counter <= blink_counter + 1;
    end
    assign LED = blink_pattern[blink_counter[25:21]];
    assign PIN_1 = blink_pattern[blink_counter[25:21]];
    assign PIN_2 = !blink_pattern[blink_counter[25:21]];
endmodule
==> ./config.mk <==
export PLATFORM = sky130hd
export DESIGN_NAME = out_pin_not
export DESIGN_NICKNAME = out_pin_not
export VERILOG_FILES = /design/flow/design.v
export SDC_FILE = /design/flow/constraint.sdc
export NUM_CORES = 4
export LEC_CHECK = 1
export CORE_AREA = 10 10 107 107
export DIE_AREA = 0 0 117 117
==> deck_impl_summary.md <==
Synthesis and Place & Route Summary

Global routing
  – Global-route wire length before repair: 2620 um
  – GRT overflow: 0
  – Vias in the first global route: ~610
  – Initial antenna violation count: 0
  – Pin count of the biggest net entering global routing: 15
  – GRT Total Usage: 2.30%

Worst setup path
  – Critical path type: reg2out
  – CP top delay family: buffers and inverters
  – Req. time, crit path: between 4 and 5 ns
  – Ordered cell list for the critical path: nand2b_1, a22o_1, nand2_1, and3_1, clkdlybuf4s50_1
  – Worst EP arrival: roughly 1.7 ns
  – R2R setup slack: 4.25 ns
  – Startpoint Class: flip-flop
  – Max FO, Critical Path: 5
  – FF-to-FF Start: blink_counter[0]$_DFF_P_
  – Worst R2R Path Depth: 5
  – Worst r2r dst: blink_counter[18]$_DFF_P_
  – CP endpoint kind: output port
  – Slowest CP cell: clkdlybuf4s50_1
  – Critical Path Max Stage Delay: between 0.4 and 0.5 ns
  – Bufs and invs on worst path: 1

Floorplan
  – FP Core Util: between 10% and 20%
  – Total I/O pin count: 5
  – Vert. Die Dim: 117 um
  – Core Region: 9200 um2
  – Die area: 13,700 um2
  – Die X: ~120 um
  – Row count: 35

STA
  – Clock Skew: approximately 0.0033 ns
  – Tcrit/Tclk final: between 40% and 50%
  – Fin. max-slew vios: 0
  – Setup-failing EPs final: 0
  – FMAX: 355 MHz
  – RSZ-0062 raised after global routing: false
  – Final min period: roughly 2.8 ns
  – TNS Setup: 0 ns
  – Final Hold Violation Tally: 0

Hold path
  – Hold depth: 1
  – Hold path start: blink_counter[0]$_DFF_P_
  – Hold EP: blink_counter[0]$_DFF_P_
  – Hold/Removal Path Class: reg2reg

Yosys
  – Synth top area cells: dfxtp_1, xnor2_1, xor2_1
  – Yosys Instances: 103
  – Dominant cell type by area after synthesis: dfxtp_1
  – Unique cell type count in the Yosys netlist: 21
  – Synth Seq Share: between 40% and 50%
  – Post-Synthesis Cells: between 100 and 150
  – Synth Register Bits: 26
  – Ys Warns: 1
  – Synth Cell Area: between 1000 and 1500 um2
  – Area leader share: between 40% and 50%
  – Syn_area_per_cell: slightly above 10 um2
  – Yosys chip area: 1060 um2

Cells and area
  – Filler Cells Inserted: a little over 1,000
  – Biggest register: blink_counter
  – Area Growth Syn to Fin: 19.7%
  – Fraction of layout cells with a size suffix above 1: under 10%
  – Top Registers: blink_counter x26
  – Post-route cell area: roughly 1300 um2
  – Most numerous logic cell after layout: dfxtp_1
  – Largest register FFs: 26
  – Most frequent logic cells in the routed design: dfxtp_1, xnor2_1, nand3_1, nand2_1, xor2_1

Clocking
  – Post-CTS Hold Buffers: 0
  – Reg clk slew, reported paths: 0.09 ns
  – Sink Count: 26
  – Post-CTS resize count: 0
  – Clock Tree Buf Depth: 2
  – CTS tree: built
  – Root Driver: clkbuf_8
  – Postcts setup bufs: 0
  – Worst skew pair latency: 0.26 ns
  – Cts bufs inserted: 3
  – CTS H-tree depth: 1

Pwr
  – Pwr dens: approximately 230 nW/um2
  – Peak supply drop: 98.0 uV
  – Leakage: 0.000438 uW

Flow run
  – Tool Warnings: 25
  – Max_cap viols: 0

Placement
  – Placed instance area: roughly 1200 um2
  – Gpl congestion: approximately 0.74
  – DP Wirelength: 1070 um
  – Port Buffers: 3

Routing
  – Vias: between 600 and 700
  – Number of detailed-route iterations in the first pass: 4
  – Post-route ant nets: 0
  – Antenna diode count: 0
  – Wirelength per Cell: about 6.5 um
  – Final wirelength: ~1400 um
  – Drt drc: 0
  – DR vias/cell: 2.98
  – Iter 0 DRT Violations: 16

Run status
  – Status: completed
## synth_stat cells
cell type	count
and3_1	4
conb_1	1
nand3_1	12
xnor2_1	16
nand2b_1	1
buf_4	2
inv_1	2
ha_1	1
nor4_1	1
nor3b_2	1
dfxtp_1	26
nand4_1	5
nor3_4	2
nand4_4	1
a22o_1	1
nand2_1	9
and2_1	1
xor2_1	8
a21o_1	1
nor2_1	6
and4_1	2
## power by group
group	switching, uW	total [uW]	internal, uW
clock network	53.4	114	60.6
registers	0	178	178
logic	0.0291	0.0293	0
total	53.5	292	239
## cell type report
cell class                 instances  area (um2)  area share, %
timing repair buffer               3        30.0           2.36
sequential                        26         520           41.0
clock buffer                       4        55.1           4.33
multi-input combinational         73         518           40.8
tap                              111         139           10.9
inverter                           2        7.51          0.591
## kinds of logic (layout without fill, tap and decap cells)
family,after synthesis,after routing,synth area share (%)
xor+xnor,24,24,19.8
other cells,1,1,0.353
buf+inv,4,9,2.12
flops,26,26,49.1
simple gates,45,45,25.9
compound gates,2,2,1.53
fa+ha+maj,1,1,1.18
## worst max-delay path by stage
stage	from	slack, ns	end	cells past startpoint
6_report	blink_counter[24]$_DFF_P_	2.99	PIN_1	5
5_1_grt	blink_counter[24]$_DFF_P_	2.89	PIN_1	5
4_1_cts	blink_counter[24]$_DFF_P_	2.97	PIN_1	5
## metrics by stage
| stage | cells | hold slack (ns) | util (%) | total power (uW) | setup slack [ns] |
|---|---|---|---|---|---|
| floorplan | 103 | 0.383 | - | 183 | 3.72 |
| global placement | 215 | 0.397 | 13.2 | 183 | 3.29 |
| detailed placement | 215 | 0.404 | 13.2 | 183 | 3.28 |
| CTS | 219 | 0.425 | 13.8 | 297 | 2.97 |
| global route | 219 | 0.466 | 13.8 | 305 | 2.89 |
| finish | 219 | 0.427 | 13.8 | 292 | 2.99 |
## layer usage
metal	vias up	wire length, um	GRT usage (%)
li1	357	-	-
met1	285	798	3.28
met2	10	523	3.19
met3	0	104	1.24
met4	0	0	0
met5	-	0	0
Power figures rest on the tool's default switching activity, not on a simulated workload.
