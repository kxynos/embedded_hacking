==> design/flow/design.v <==
`timescale 1ns / 1ps
 module uart(
    input clk,                   
    input rst,                   
    input rx,                    
    output tx,                   
    input transmit,              
    input [7:0] tx_byte,         
    output received,             
    output [7:0] rx_byte,        
    output wire is_receiving,    
    output wire is_transmitting, 
    output wire recv_error,       
    output reg [3:0] rx_samples,
    output reg [3:0] rx_sample_countdown
);
    parameter baud_rate = 9600;
    parameter sys_clk_freq = 100000000;
    localparam one_baud_cnt = sys_clk_freq / (baud_rate);
    localparam [2:0]     
        RX_IDLE             = 3'd0, 
        RX_CHECK_START      = 3'd1, 
        RX_SAMPLE_BITS      = 3'd2,
        RX_READ_BITS        = 3'd3,      
        RX_CHECK_STOP       = 3'd4, 
        RX_DELAY_RESTART    = 3'd5,
        RX_ERROR            = 3'd6,      
        RX_RECEIVED         = 3'd7; 
    localparam [1:0]     
        TX_IDLE             = 2'd0,
        TX_SENDING          = 2'd1,
        TX_DELAY_RESTART    = 2'd2,
        TX_RECOVER          = 2'd3;
    reg [log2(one_baud_cnt * 16)-1:0] rx_clk;
    reg [log2(one_baud_cnt)-1:0] tx_clk;
    reg [2:0] recv_state = RX_IDLE;
    reg [3:0] rx_bits_remaining;
    reg [7:0] rx_data;
    reg tx_out = 1'b1;
    reg [1:0] tx_state = TX_IDLE;
    reg [3:0] tx_bits_remaining;
    reg [7:0] tx_data;
    assign received = recv_state == RX_RECEIVED;
    assign recv_error = recv_state == RX_ERROR;
    assign is_receiving = recv_state != RX_IDLE;
    assign rx_byte = rx_data;
    assign tx = tx_out;
    assign is_transmitting = tx_state != TX_IDLE;
    function integer log2(input integer M);
        integer i;
    begin
        log2 = 1;
        for (i = 0; 2**i <= M; i = i + 1)
            log2 = i + 1;
    end endfunction
    always @(posedge clk) begin
        if (rst) begin
            recv_state = RX_IDLE;
            tx_state = TX_IDLE;
        end
        if(rx_clk) begin
            rx_clk = rx_clk - 1'd1;
        end
        if(tx_clk) begin
            tx_clk = tx_clk - 1'd1;
        end
        case (recv_state)
            RX_IDLE: begin
                if (!rx) begin
                    rx_clk = one_baud_cnt / 2;
                    recv_state = RX_CHECK_START;
                end
            end
            RX_CHECK_START: begin
                if (!rx_clk) begin
                    if (!rx) begin
                        rx_clk = (one_baud_cnt / 2) + (one_baud_cnt * 3) / 8; 
                        rx_bits_remaining = 8;  
                        recv_state = RX_SAMPLE_BITS;
                        rx_samples = 0;
                        rx_sample_countdown = 5;
                    end else begin
                        recv_state = RX_ERROR;
                    end
                end
            end
            RX_SAMPLE_BITS: begin
                if (!rx_clk) begin
                    if (rx) begin
                        rx_samples =  rx_samples + 1'd1;
                    end
                    rx_clk = one_baud_cnt / 8;
                    rx_sample_countdown = rx_sample_countdown -1'd1;
                    recv_state = rx_sample_countdown ? RX_SAMPLE_BITS : RX_READ_BITS;
                end
            end
            RX_READ_BITS: begin
                if (!rx_clk) begin
                    if (rx_samples > 3) begin
                        rx_data = {1'd1, rx_data[7:1]};
                    end else begin
                        rx_data = {1'd0, rx_data[7:1]};
                    end
                    rx_clk = (one_baud_cnt * 3) / 8;
                    rx_samples = 0;
                    rx_sample_countdown = 5;
                    rx_bits_remaining = rx_bits_remaining - 1'd1;
                    if(rx_bits_remaining)begin
                        recv_state = RX_SAMPLE_BITS;
                    end else begin
                        recv_state = RX_CHECK_STOP;
                        rx_clk = one_baud_cnt / 2;
                    end
                end
            end
            RX_CHECK_STOP: begin
                if (!rx_clk) begin
                    recv_state = rx ? RX_RECEIVED : RX_ERROR;
                end
            end
            RX_ERROR: begin
                rx_clk = 8 * sys_clk_freq / (baud_rate);
                recv_state = RX_DELAY_RESTART;
            end
            RX_DELAY_RESTART: begin
                recv_state = rx_clk ? RX_DELAY_RESTART : RX_IDLE;
            end
            RX_RECEIVED: begin
                recv_state = RX_IDLE;
            end
        endcase
        case (tx_state)
            TX_IDLE: begin
                if (transmit) begin
                    tx_data = tx_byte;
                    tx_clk = one_baud_cnt;
                    tx_out = 0;
                    tx_bits_remaining = 8;
                    tx_state = TX_SENDING;
                end
            end
            TX_SENDING: begin
                if (!tx_clk) begin
                    if (tx_bits_remaining) begin
                        tx_bits_remaining = tx_bits_remaining - 1'd1;
                        tx_out = tx_data[0];
                        tx_data = {1'b0, tx_data[7:1]};
                        tx_clk = one_baud_cnt;
                        tx_state = TX_SENDING;
                    end else begin
                        tx_out = 1;
                        tx_clk = 16 * one_baud_cnt; 
                        tx_state = TX_DELAY_RESTART;
                    end
                end
            end
            TX_DELAY_RESTART: begin
                tx_state = tx_clk ? TX_DELAY_RESTART : TX_RECOVER; 
            end
            TX_RECOVER: begin
                tx_state = transmit ? TX_RECOVER : TX_IDLE;
            end
        endcase
    end
endmodule
module transmit_hello(input wire  CLK,
                      input wire  PIN_1,  
                      output wire PIN_2);  
  wire [7:0] greeting[0:11];
  assign greeting[0]  = "H";
  assign greeting[1]  = "e";
  assign greeting[2]  = "l";
  assign greeting[3]  = "l";
  assign greeting[4]  = "o";
  assign greeting[5]  = " ";
  assign greeting[6]  = "W";
  assign greeting[7]  = "o";
  assign greeting[8]  = "r";
  assign greeting[9]  = "l";
  assign greeting[10] = "d";
  assign greeting[11] = "!";
  reg [3:0]  idx;
  reg        transmitted = 0;
  wire       reset = 0;
  reg        transmit;
  reg [7:0]  tx_byte;
  wire       received;
  wire [7:0] rx_byte;
  wire       is_receiving;
  wire       is_transmitting;
  wire       recv_error;
  uart #(.baud_rate(57600), .sys_clk_freq(16000000))
  uart0(.clk(CLK),                     
        .rst(reset),                       
        .rx(PIN_1),                 
        .tx(PIN_2),                 
        .transmit(transmit),               
        .tx_byte(tx_byte),                 
        .received(received),               
        .rx_byte(rx_byte),                 
        .is_receiving(is_receiving),       
        .is_transmitting(is_transmitting), 
        .recv_error(recv_error)            
        );
  always @(posedge CLK) begin
    if (!is_transmitting && !transmitted) begin
      transmit = 1;
      tx_byte = greeting[idx];
      if (idx == 12 - 1) begin
        idx <= 0;
      end else begin
        idx <= idx + 1;
      end
      transmitted = 1;
    end else begin
      transmitted = 0;
      transmit = 0;
    end
  end  
endmodule  
==> design/flow/run.sh <==
#!/bin/bash
# OpenROAD 26Q1-2900-gdf79404cd8, Yosys 0.63+post, stock flow scripts
make -C /OpenROAD-flow-scripts/flow DESIGN_CONFIG=/design/flow/config.mk WORK_HOME=/design/flow/orfs finish
==> design/flow/config.mk <==
export PLATFORM = sky130hd
export DESIGN_NAME = transmit_hello
export DESIGN_NICKNAME = transmit_hello
export VERILOG_FILES = /design/flow/design.v
export SDC_FILE = /design/flow/constraint.sdc
export NUM_CORES = 4
export LEC_CHECK = 1
export CORE_UTILIZATION = 30
==> design/flow/constraint.sdc <==
current_design transmit_hello

set clk_period 5.0
set clk_io_pct 0.2

create_clock -name clk0 -period $clk_period [get_ports {CLK}]

set non_clock_inputs [all_inputs -no_clocks]
set_input_delay [expr $clk_period * $clk_io_pct] -clock clk0 $non_clock_inputs
set_output_delay [expr $clk_period * $clk_io_pct] -clock clk0 [all_outputs]
==> impl_metrics.toml <==
# implementation run metrics
[final_layout]
comb_area_sq_um = 890
syn2layout_area_growth_pct = 9.10
fillers = 604
final-seq-area_sq_um = 971
final_core_util_pct = 34.9
drive_above_1_share_pct = 11.1

[worst_setup_path]
cpPeakStageDelay_ps = 460
cp_data_required_time_ps = 4990
criticalPathCategory = "flip-flop to flip-flop"
critPathCaptureType = "flip-flop"
cp_max_fo = 11
start_kind = "flip-flop"
cp_slowest_cell = "dfxtp_1"
critPathArrivalTime_ps = 2420
path_cells = "inv_1, ha_1, nor4b_4, a211o_2, a31oi_4, o211ai_4, o21ai_1, buf_4"

[run_status]
status = "complete, no violations"

[cts]
cts_resized = 0
h-tree-depth = 2
cts_tree = "yes"
ctsHoldBuffers = 0
numCtsBuffers = 5
cts_setup_buffers = 0
path_clk_slew_ps = 80
cts_root_buffer = "clkbuf_8"
cts.sinks = 36
clockBufferDepth = 2
clock_latency_ps = 280

[run]
cap_violations = 0
warning_count = 30

[routing]
wl_met3_um = 130
met2_length_um = 1300
dr.pass1.iters = 5
vias = 1334
dr.first_iter.drc_count = 84
diodes = 0
via_per_inst = 4.87
wl_per_cell_um = 11.3
drc = 0
drt-total-wl_um = 3100
met1_length_um = 1630
ant_nets = 0
top_layer_used = "met4"

[power_and_ir_drop]
powerDensity_nw_per_um2 = 243
leakagePower_nw = 0.717
vdd_drop_max_v = 0.000138
p_total_uw = 513

[grt]
grt_max_degree = 15
first_global_vias = 1206
antenna_found_initial = 0
grt_usage_pct = 10.5
grt_pass1_wl_um = 5410
grt-ovfl-total = 0

[die]
fp_util_pct = 32.0
num_rows = 28
core_sq_um = 6060
die_w_um = 82.4
die-area_sq_um = 6790
die_h_um = 82.4
io_pins = 3

[placement]
port_buffers = 1
gp_congestion = 0.806
post-dp-hpwl_um = 2190

[synth]
ys_sh_adder_pct = 4.52
ys_types = 44
aoi_share_pct = 15.4
ys.flop_type = "edfxtp_1"
ys_cells = 194
edf_count = 25
top_area_cell = "edfxtp_1"
xor_area_share_pct = 2.26
numSynthFlops = 36
ys_sh_mux_pct = 0.710
syn_avg_cell_area_sq_um = 10.0
logic_family = "simple AND/OR/NAND/NOR gates"
synthArstFlopShare_pct = 0
ys.warnings.count = 2
yosys-top-cells-area = "edfxtp_1 (39%), dfxtp_1 (11%), nand2_1 (6.2%)"
yosys_area_sq_um = 1940
yosysTopAreaCellShare_pct = 38.7
syn_inst = 194
simple_gate_area_share_pct = 23.0
synthesis.area_sq_um = 1940
postSynthSeqShare_pct = 50.1

[sta]
hold_viol_final = 0
worstMarginPinSlew_ps = 790
slew_viol_final = 0
period_used_pct = 48.7
rsz0062_at_grt = "false"
fin_hold_ws_ps = 504
clock_skew_ps = 6.73
setup_tns_ps = 0
post-route-min-period_ps = 2430
relSlewSlack_pct = 46.9
setup_viol = 0
fmax_mhz = 411

[hold_path]
hold_class = "flip-flop to flip-flop"
-- sequential cells by signal, indices dropped and copies added, names as in the netlist --
name / flops
transmitted: 1
idx: 4
uart0.tx_state: 2
uart0.tx_bits_remaining: 4
transmit: 1
uart0.tx_data: 7
tx_byte: 7
uart0.tx_clk: 9
uart0.tx_out: 1
-- cell usage after synthesis (all sizes together) (3+ instances only) --
cell and n:
o211ai 3, nor2 17, ha 7, edfxtp 25
nand2 33, xnor2 3, nor2b 8, clkbuf 5
a21oi 9, dfxtp 11, inv 13, o21ai 12
a31oi 3, nand3 5, a211oi 3, nor3 9
-- power breakdown --
part           switching [mW]  internal [mW]   total [mW]
clock network           0.102         0.0969        0.199
registers                   0          0.314        0.314
logic                       0              0  0.000000290
total                   0.102          0.411        0.513
-- critical path, delay by kind of cell (launching register included) --
kind                     cells  cell delay, ps
AND-OR/OR-AND                4             860
flip-flops                   1             460
buffers and inverters        2             330
adder cells (fa/ha/maj)      1             300
AND/OR/NAND/NOR              1             180
-- through the flow --
step                cell area (sq um)  std cells  setup slack [ps]
floorplan                        1940        194              2510
global placement                 2030        266              2600
detailed placement               2030        266              2610
CTS                              2120        274              2590
global route                     2120        274              2410
finish                           2120        274              2570
-- metal layers --
layer | vias to the layer above | global-route usage (%)
met5 | - | 0
li1 | 703 | -
met3 | 5 | 3.23
met4 | 0 | 1.05
met2 | 18 | 15.0
met1 | 608 | 16.8
-- layout by cell type, fill, tap and decap left out, types with 3 or more instances in the layout --
cell type / synthesis / layout
xnor2_1: 3 / 3
o21ai_1: 3 / 3
ha_1: 7 / 7
dfxtp_1: 11 / 11
edfxtp_1: 25 / 25
a211oi_1: 3 / 3
nand2_1: 32 / 32
inv_1: 13 / 13
nand3_1: 5 / 5
nor2_1: 17 / 17
nor2b_1: 8 / 8
a21oi_1: 9 / 9
clkbuf_8: 0 / 5
o21ai_0: 9 / 9
nor3_1: 7 / 7
-- kinds of logic (layout without fill, tap and decap cells) --
kind of cell    Yosys count  in the layout
compound gates           41             41
xor+xnor                  5              5
fa+ha+maj                 7              7
buf+inv                  19             24
flops                    36             36
mux                       1              1
simple gates             85             85
-- layout make-up --
class | instances | share of cell area (%)
clock inverters | 3 | 0.887
well taps | 75 | 4.44
inverters | 13 | 2.31
clock buffers | 5 | 3.25
repair buffers | 3 | 1.18
flip-flops and latches | 36 | 45.9
multi-input cells | 139 | 42.0
-- final timing paths --
kind	start	cells past startpoint	slack (ps)	endpoint
setup / recovery	uart0.tx_clk[0]	8	2570	uart0.tx_data[3]
hold reg to reg	transmitted	1	500	transmit
hold / removal	transmitted	1	500	transmit
setup reg to reg	uart0.tx_clk[0]	8	2570	uart0.tx_data[3]
Power and IR drop assume default switching activity.
