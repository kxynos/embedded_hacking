File: flow/design.v
module out_pin (
    input CLK,     
    output PIN_1,
    output LED,    
    output USBPU   
);
    assign USBPU = 0;
    reg [25:0] blink_counter;
    wire [31:0] blink_pattern = 32'b101010001110111011100010101;
    always @(posedge CLK) begin
        blink_counter <= blink_counter + 1;
    end
    assign LED = blink_pattern[blink_counter[25:21]];
    assign PIN_1 = blink_pattern[blink_counter[25:21]];
endmodule
File: flow/run.sh
#!/bin/bash
# OpenROAD 26Q1-2900-gdf79404cd8, Yosys 0.63+post, stock flow scripts
make -C /OpenROAD-flow-scripts/flow DESIGN_CONFIG=/design/flow/config.mk WORK_HOME=/design/flow/orfs finish
File: flow/config.mk
export PLATFORM = sky130hd
export DESIGN_NAME = out_pin
export DESIGN_NICKNAME = out_pin
export VERILOG_FILES = /design/flow/design.v
export SDC_FILE = /design/flow/constraint.sdc
export NUM_CORES = 4
export LEC_CHECK = 1
export CORE_AREA = 10 10 93 93
export DIE_AREA = 0 0 103 103
File: flow/constraint.sdc
current_design out_pin

set clk_period 3.2
set clk_io_pct 0.2

create_clock -name clk0 -period $clk_period [get_ports {CLK}]

set non_clock_inputs [all_inputs -no_clocks]
set_input_delay [expr $clk_period * $clk_io_pct] -clock clk0 $non_clock_inputs
set_output_delay [expr $clk_period * $clk_io_pct] -clock clk0 [all_outputs]
==> run notes <==
Implementation numbers.

- The flow ran to the end, and the final reports show no timing, DRC or antenna violations.
- The sequential group share of total power reads 64.9%.
- The core footprint reads 6760 um^2.
- The main area contributors are sky130_fd_sc_hd__dfxtp_1 (50%), sky130_fd_sc_hd__xnor2_1 (13%), sky130_fd_sc_hd__xor2_1 (6.7%).
- The root buffer cell reads sky130_fd_sc_hd__clkbuf_8.
- The routed design could run at a clock period as short as 2410 ps.
- The required time at the endpoint of the critical path reads 2560 ps.
- Per the run report, area growth between synthesis and finish was 14.0%.
- The average cell area after synthesis reads 10.6 um^2.
- The maximum level of the CTS H-tree is 1.
- The cell depth of the worst flop-to-flop path is 5.
- In the placement report, post-DP HPWL is listed as 1010 um.
- TritonCTS built the clock tree.
- The highest fanout seen on the critical path reads 5.
- The top achievable clock speed is 416 MHz.
- The power dissipated by switching net loads is 91.0 uW.
- The first global-routing pass estimated 2610 um of wire.
- Setup repair after global routing left no endpoint under its margin.
- The vertical die dimension reads 103 um.
- The die span in x reads 103 um.
- In the final layout, the registers with the most flip-flops are blink_counter x26.
- The element type at the critical path end reads a primary output.
- The layout has 730 filler cells.
- For the worst reg-to-reg path, the startpoint reported by OpenROAD is blink_counter[0].
- The synthesized chip area reported by yosys reads 1050 um^2.
- The count of cell types in the netlist is 22.
- The residual DRC count reads 0.
- The OpenROAD warning count reads 25.
- The leakage power is 0.421 nW.
- The layout report lists the multi-input gate area as 505 um^2.
- The starting density of the core is 15.5%.
- In this run the register-to-register setup slack is 1690 ps.
- The detailed-routing iteration count for the pre-antenna-repair pass reads 4.
- On the final layout, the worst clock skew is 1.34 ps.
- The total internal power is 407 uW.
- The fraction of the yosys area taken by sequential cells reads 49.6%.
- The register with the most flip-flops in the final layout is blink_counter.
- Summed over all routing layers, the global router reports a total usage of 2.99%.
- The reg-to-reg endpoint is blink_counter[24].
- The count of standard-cell rows is 30.
- The final total negative setup slack reads 0 ps.
- The final route contains 647 vias.
- The count of final setup violators reads 0.
- The remaining global-route overflow reads 0.
- The worst setup path is launched from a flop.
- The startpoint of the worst setup timing path is blink_counter[24].
- Total power normalized to cell area comes to 417 nW/um^2.
- The class of the tightest hold or removal check reads reg2reg.
- The worst VDD IR drop from the latest analysis is 0.000160 V.
- The via count of the first global-routing pass is 574.
- The data arrival time of the critical path reads 1770 ps.
- After detailed routing, the number of vias per cell comes to 3.55.
- The share of layout cells above drive strength 1 reads 6.86%.
- The top cell type by area accounts for 49.6% of the synthesized area.
- The synthesis report lists the Yosys warning total as 1.
- The clock network latency to the later pin of the worst-skew pair reads 260 ps.
- The switching share of total power reads 18.3%.
- The final antenna-violating net count is 0.
- The full die area is 10,600 um^2.
- The clock share of power is 35.1%.
- Counting along the longest clock path gives a buffer depth of 2.
- The yosys cell count reads 99.
- Combinational logic burns 0% of the power.
- The number of buffers inserted by post-CTS setup repair reads 0.
- The number of flip-flops under the largest register name is 26.
- The initial antenna violation count is 0.
- The endpoint of the worst setup timing path reads PIN_1.
- The number of max-cap violations reads 0.
- The mapped cell area is 1050 um^2.
- The clock transition at the registers of the reported paths is 80 ps.
- The cell taking the most area after synthesis reads sky130_fd_sc_hd__dfxtp_1.
- The number of antenna cells inserted is 0.
- Total power for the finished layout comes to 498 uW.
- For the completed layout, the total cell area is recorded as 1190 um^2.
- The instance tally after logic synthesis is 99.
- The post-CTS hold buffer count recorded in the log is 0.
- Wires add up to 1380 um.
- After the first detailed-routing iteration, the DRC count stood at 19.
- In the final layout, flip-flops and latches occupy 520 um^2.
- Entering global routing, the biggest net connects 14 pins.
- The number of buffers inserted by port buffering reads 2.
- The worst setup path is of the reg2out kind.
- The final weighted congestion in routability-driven placement is 0.745.
- After synthesis the netlist holds a flip-flop and latch count of 26.
- The final max-slew violation count recorded for this run is 0.
- The count of instances resized after the clock tree is built is 0.
- 4 I/O pins were placed.
- Per the detailed placement report, the placed cell area equals 1150 um^2.
- Per the TritonCTS log, the buffer count is 3.
- The tree built by TritonCTS fans out to 26 sinks.
- The routed length per instance is 7.58 um.
- The hold violation total from the final report is 0.
- The final clock period utilization by the worst path reads 75.2%.
[power groups by stage]
stage	registers, mW	logic, mW	clock network (mW)
finish	0.323	0.0000595	0.175
CTS	0.323	0.000112	0.186
global route	0.323	0.000130	0.200
[cells in the mapped netlist]
master / number
sky130_fd_sc_hd__nand2_1: 6
sky130_fd_sc_hd__and4_1: 2
sky130_fd_sc_hd__a22o_1: 1
sky130_fd_sc_hd__nand3_1: 11
sky130_fd_sc_hd__and3_1: 3
sky130_fd_sc_hd__inv_1: 2
sky130_fd_sc_hd__nor4_1: 1
sky130_fd_sc_hd__buf_4: 2
sky130_fd_sc_hd__nand4_4: 1
sky130_fd_sc_hd__conb_1: 1
sky130_fd_sc_hd__and2_1: 1
sky130_fd_sc_hd__nand4_1: 5
sky130_fd_sc_hd__a21o_1: 1
sky130_fd_sc_hd__xor2_1: 8
sky130_fd_sc_hd__xnor2_1: 16
sky130_fd_sc_hd__nor3_4: 2
sky130_fd_sc_hd__dfxtp_1: 26
sky130_fd_sc_hd__nor3b_2: 1
sky130_fd_sc_hd__nor2_1: 6
sky130_fd_sc_hd__nand2b_1: 1
sky130_fd_sc_hd__a222oi_1: 1
sky130_fd_sc_hd__ha_1: 1
[layer usage]
layer / track usage [%] / wire length [um]
met1: 4.34 / 757
met2: 4.00 / 517
met3: 1.49 / 90
met4: 0.321 / 14
met5: 0 / 0
[worst max-delay path: stages, from the launching register on]
cell and delay (ps):
sky130_fd_sc_hd__dfxtp_1 400, sky130_fd_sc_hd__nor2_1 80, sky130_fd_sc_hd__a21o_1 170, sky130_fd_sc_hd__a222oi_1 320
sky130_fd_sc_hd__clkdlybuf4s50_1 530
[per-stage QoR]
| step | setup WS, ps | util (%) | instances | hold WS [ps] |
|---|---|---|---|---|
| final | 794 | 17.7 | 182 | 418 |
| after global routing | 648 | 17.7 | 182 | 454 |
| after CTS | 761 | 17.7 | 182 | 420 |
| after detailed placement | 1070 | 17.1 | 179 | 398 |
| after global placement | 1090 | 17.1 | 179 | 397 |
| after floorplan | 1570 | - | 99 | 383 |
[logic make-up after synthesis]
family | count (synthesis) | synth area share [%]
AND/OR/NAND/NOR | 40 | 24.1
other | 1 | 0.358
AND-OR/OR-AND | 3 | 2.51
flip-flops | 26 | 49.6
buffers and inverters | 4 | 2.15
adder cells (fa/ha/maj) | 1 | 1.19
XOR/XNOR | 24 | 20.0
[placed cells by master, fill, tap and decap left out, drive strengths merged, types with 2 or more instances in the layout]
cell type,n
and4,2
clkdlybuf4s50,2
nand4,6
xor2,8
clkbuf,3
nor3,2
dfxtp,26
nand3,11
nand2,6
nor2,6
inv,2
xnor2,16
and3,3
[worst min path at each step]
stage           startpoint               end  slack (ps)  cells past startpoint
4_1_cts   blink_counter[0]  blink_counter[0]         420                      1
6_report  blink_counter[0]  blink_counter[0]         420                      1
5_1_grt   blink_counter[0]  blink_counter[0]         450                      1
[layout make-up]
type	instances	share of cell area, %
tap	80	8.38
multi-input combinational	69	42.3
inverter	2	0.628
clock buffer	3	3.46
timing repair buffer	2	1.68
sequential	26	43.6
Power and IR drop assume default switching activity.
